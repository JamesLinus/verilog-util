==> design/flow/design.v <==
module arbiter_round_robin
  #(
    Port = 2,                    
    Width = 32                   
    )
   (
    input logic clk, rstn,
    input logic [Port-1:0] in_valid,
    input logic [Port-1:0][Width-1:0] in_data,
    output logic [Port-1:0] in_ready,
    output logic [Port-1:0] out_valid,
    output logic [Width-1:0] out_data,
    input logic [Port-1:0] out_ready
    );
   logic [Port*2-1:0]     valid_state;   
   logic [Port*2-1:0]     valid_enable;  
   logic [Port*2-1:0]     valid_avail;   
   logic [Port*2-1:0]     valid_sel;     
   logic [Port*2-1:0]     last_grant;    
   logic [Port-1:0]       grant;         
   logic                  hold;          
   genvar                 i, j;
   assign valid_state = {in_valid, in_valid};
   assign valid_avail = valid_state & valid_enable;
   generate for (i=0; i<Port*2; i++) begin
      assign valid_enable[i] = i == 0 ? 0 : (valid_enable[i-1] || last_grant[i-1]);
      assign valid_sel[i] = i == 0 ? 0 : valid_avail[i] && ~|valid_avail[i-1:0];
   end
   endgenerate
   always_ff @(posedge clk or negedge rstn)
      if(!rstn)
        hold <= 0;
      else if(out_valid)
        hold <= !out_ready;
   always_ff @(posedge clk or negedge rstn)
      if(!rstn)
        last_grant <= 0;
      else if(out_valid)
        last_grant <= {{{Port}{1'b0}}, grant};
   assign grant = hold ? last_grant : valid_sel[2*Port-1:Port] | valid_sel[Port-1:0];
   logic [Port-1:0][Width-1:0] data_ord;
   logic [Width-1:0][Port-1:0] data_shuffle;
   generate 
      for (i=0; i<Port*2; i++) begin
         assign data_ord[i] = grant[i] ? 0 : in_data[i];
         assign in_ready[i] = (grant[i] || ~|in_valid) && out_ready;
         for (j=0; j<Width; j++) begin
            assign data_shuffle[j][i] = data_ord[i][j];
         end
      end
      for (j=0; j<Width; j++) begin
         assign out_data[j] = |data_shuffle[j];
      end
   endgenerate
   assign out_valid = |in_valid;
endmodule  
==> design/flow/run.sh <==
#!/bin/bash
# OpenROAD 26Q1-2900-gdf79404cd8, Yosys 0.63+post, stock flow scripts
make -C /OpenROAD-flow-scripts/flow DESIGN_CONFIG=/design/flow/config.mk WORK_HOME=/design/flow/orfs finish
==> design/flow/config.mk <==
export PLATFORM = sky130hd
export DESIGN_NAME = arbiter_round_robin
export DESIGN_NICKNAME = arbiter_round_robin
export VERILOG_FILES = /design/flow/design.v
export SDC_FILE = /design/flow/constraint.sdc
export NUM_CORES = 4
export LEC_CHECK = 1
export CORE_AREA = 10 10 70 70
export DIE_AREA = 0 0 80 80
==> design/flow/constraint.sdc <==
current_design arbiter_round_robin

set clk_period 1.5
set clk_io_pct 0.2

create_clock -name clk0 -period $clk_period [get_ports {clk}]

set non_clock_inputs [all_inputs -no_clocks]
set_input_delay [expr $clk_period * $clk_io_pct] -clock clk0 $non_clock_inputs
set_output_delay [expr $clk_period * $clk_io_pct] -clock clk0 [all_outputs]
==> results_dict.tcl <==
# collected from the flow reports
set metrics [dict create \
    drtIter0Drc 0 \
    hold_class "input pin to asynchronous set/reset pin" \
    syn2layout_area_growth_pct 42.6 \
    routed_via_density 2.80 \
    syn-instance-count 54 \
    cts_sinks 3 \
    combPwrFrac_pct 40.2 \
    netlist.area_leader.share_pct 54.9 \
    top_cell "buf_4" \
    dp_hpwl_um 912 \
    clk_latency_ns 0.23 \
    ys_ff 3 \
    synth_stat.cells 54 \
    io_buffers 11 \
    status "finished with violations" \
    clkTransAtPathRegs_ns 0.04 \
    cts_buffer_depth 2 \
    die_area_mm2 0.00640 \
    fp-row-count 21 \
    avgSynthCellArea_um2 8.11 \
    track_usage_pct 3.10 \
    io-pin-count 106 \
    grt_pass1_wl_mm 1.68 \
    worstSetupStartpointType "flop" \
    root_buffer "clkbuf_4" \
    common_cells "buf_4, nor2b_1, dfrtp_1, nor2_1" \
    die_w_um 80 \
    r2r-start "hold" \
    dp_slack_ns -0.549 \
    via_count 353 \
    cap_violations 0 \
    hold_viol_final 0 \
    intPower_uw 292 \
    gp_congestion 0.786 \
    finalCriticalPeriod_ns 1.61 \
    warnings 89 \
    path_class "flop to output port" \
    wl_per_cell_um 9.35 \
    yosys_warnings 84 \
    powerDensity_mw_per_mm2 640 \
    yosysSeqAreaShare_pct 17.1 \
    finalMaxSlewViolations 0 \
    yosys_area_um2 438 \
    seq_power_share_pct 24.8 \
    grt_overflow 0 \
    r2r-end "last_grant[0]" \
    end_kind "output port" \
    cp_max_fo 3 \
    synth-edff-count 0 \
    antenna_found_initial 0 \
    grt_pass1_vias 403 \
    fin_crit_sh_pct 107 \
    area_leaders "buf_4, dfrtp_1, nor2b_1" \
    ff_type "dfrtp_1" \
    setup_violations 3 \
    hold_buffers 0 \
    antennaDiodeCount 0 \
    antenna_left 0 \
    synthDistinctLibCells 13 \
    drtPass1Iterations 1 \
    drc_errors 0 \
    p_clk_share_pct 35.0 \
    core_region_area_mm2 0.00342 \
    violations "setup timing" \
    finClkSkew_ns 0.000763 \
    htreeDepth 1 \
    whs_ns 0.249 \
    dieHeight_um 80 \
    totalWireLength_mm 1.18 \
    p_sw_uw 108 \
    async_flop_share_pct 100 \
    clock.fmax_mhz 622 \
    cp.required_ns 1.20 \
    cts_tree "built" \
    peakVddDrop_mv 0.137 \
    fin_util_pct 18.3 \
    p_leak_uw 0.000319 \
    grt_max_degree 5 \
    cts-buffers-inserted 3 \
    drive_gt1_share_pct 37.5 \
    rr_worst_depth 5 \
    r2r_setup_slack_ns 0.28 \
    critical_path_arrival_ns 1.31 \
    finalWorstSetupSlack_ns -0.107 \
    syn_area_um2 438 \
    floorplan.core_util_pct 12.8 \
    rsz0062_at_grt "true" \
    yosysTopAreaCell "buf_4" \
    swShare_pct 27.0 \
]
[registers in the layout (all words and copies together), names as in the netlist]
name / cells
last_grant: 2
hold: 1
[cells by family (layout without fill, tap and decap cells)]
group           Yosys count  count (layout)  synth area share [%]
compound gates            7               7                  10.9
buf+inv                  33              28                  55.7
flops                     3               3                  17.1
mux                       1               1                  2.57
other cells               1              32                 0.856
simple gates              9               9                  12.9
[through the flow]
stage	instances	power, uW	setup TNS [ns]	area [um2]
floorplan	85	200	0	554
global placement	114	215	-2.13	512
detailed placement	114	214	-2.22	512
CTS	124	395	-0.189	592
global route	126	430	-0.437	624
finish	126	400	-0.263	624
[cell type report]
class | count | area, um2
Multi-Input combinational cell | 49 | 283
Inverter | 1 | 3.75
Tap cell | 46 | 57.6
Sequential cell | 3 | 75.1
Clock buffer | 4 | 26.3
Fill cell | 394 | 2790
Timing Repair Buffer | 23 | 179
[what timing repair did]
item | 4_1_cts | 5_1_grt
pin swaps | 5 | 4
endpoints found under the setup margin | 4 | 4
cloned | 0 | 0
gates resized | 26 | 5
setup buffers | 6 | 2
[power groups by stage]
stage / clock network [uW] / registers (uW) / logic, uW
CTS: 149 / 99.4 / 147
global route: 151 / 99.8 / 179
finish: 140 / 99.3 / 161
[worst max-delay path by stage]
stage	slack [ns]	endpoint	startpoint
global route	-0.16	out_data[0]	hold
CTS	-0.10	in_ready[0]	hold
finish	-0.11	out_data[0]	hold
[cells in the final DEF (no fill, tap or decap), drive strengths merged]
master / n
a21oi: 2
a2bb2oi: 2
a32o: 1
and4bb: 1
buf: 17
clkbuf: 4
clkdlybuf4s50: 6
conb: 32
dfrtp: 3
inv: 1
mux2: 1
nand3b: 1
nor2: 3
nor2b: 4
o21ai: 2
[critical path: stages, from the launching register on]
cell and delay [ns]:
dfrtp_1 0.38, buf_4 0.14, nand3b_1 0.17, a32o_1 0.27, buf_2 0.11
[metal layers]
| metal | wire length [um] | GRT usage [%] |
|---|---|---|
| met1 | 536 | 3.99 |
| met2 | 530 | 4.57 |
| met3 | 84 | 1.14 |
| met4 | 27 | 1.23 |
| met5 | 0 | 0 |
Power and IR drop assume default switching activity.
